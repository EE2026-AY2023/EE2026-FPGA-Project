===== run.sh =====
#!/bin/bash
# OpenROAD 26Q1-2900-gdf79404cd8, Yosys 0.63+post, stock flow scripts
make -C /OpenROAD-flow-scripts/flow DESIGN_CONFIG=/design/flow/config.mk WORK_HOME=/design/flow/orfs finish

===== config.mk =====
export PLATFORM = sky130hd
export DESIGN_NAME = audio_individual_improvement
export DESIGN_NICKNAME = audio_individual_improvement
export VERILOG_FILES = /design/flow/design.v
export SDC_FILE = /design/flow/constraint.sdc
export NUM_CORES = 4
export LEC_CHECK = 1
export CORE_UTILIZATION = 50

===== constraint.sdc =====
current_design audio_individual_improvement

set clk_period 39.8
set clk_io_pct 0.2

create_clock -name clk0 -period $clk_period [get_ports {clk100M}]

set non_clock_inputs [all_inputs -no_clocks]
set_input_delay [expr $clk_period * $clk_io_pct] -clock clk0 $non_clock_inputs
set_output_delay [expr $clk_period * $clk_io_pct] -clock clk0 [all_outputs]

===== design.v =====
`timescale 1ns / 1ps
module audio_individual_improvement(
    input clk100M,
    input [11:0] keys_pressed,
    output reg [11:0] output_signal = 0
    );
    reg [3:0] number_of_keys = 0;
    always @ (keys_pressed) begin
        number_of_keys = 0;
        if (keys_pressed[11] == 1)
            number_of_keys = number_of_keys + 1;
        if (keys_pressed[10] == 1)
            number_of_keys = number_of_keys + 1;
        if (keys_pressed[9] == 1)
            number_of_keys = number_of_keys + 1;
        if (keys_pressed[8] == 1)
            number_of_keys = number_of_keys + 1;
        if (keys_pressed[7] == 1)
            number_of_keys = number_of_keys + 1;
        if (keys_pressed[6] == 1)
            number_of_keys = number_of_keys + 1;
        if (keys_pressed[5] == 1)
            number_of_keys = number_of_keys + 1;
        if (keys_pressed[4] == 1)
            number_of_keys = number_of_keys + 1;
        if (keys_pressed[3] == 1)
            number_of_keys = number_of_keys + 1;
        if (keys_pressed[2] == 1)
            number_of_keys = number_of_keys + 1;
        if (keys_pressed[1] == 1)
            number_of_keys = number_of_keys + 1;
        if (keys_pressed[0] == 1)
            number_of_keys = number_of_keys + 1;
    end
    wire [11:0] keyboard_signal;
    keyboard keyboard(clk100M, keys_pressed, keyboard_signal);
    always @ (keys_pressed) begin
        case (number_of_keys)
            0 : output_signal <= 0;
            1 : output_signal <= 60 * keyboard_signal;
            2 : output_signal <= 30 * keyboard_signal;
            3 : output_signal <= 20 * keyboard_signal;
            4 : output_signal <= 15 * keyboard_signal;
            5 : output_signal <= 12 * keyboard_signal;
            6 : output_signal <= 10 * keyboard_signal;
            7 : output_signal <= 8 * keyboard_signal;
            8 : output_signal <= 7 * keyboard_signal;
            9 : output_signal <= 6 * keyboard_signal;
            10 : output_signal <= 6 * keyboard_signal;
            11 : output_signal <= 5 * keyboard_signal;
            12 : output_signal <= 5 * keyboard_signal;
            default : output_signal <= 0;
        endcase
    end
endmodule
`timescale 1ns / 1ps
module clock_freq(
    input clock,
    input [31:0] limit,
    output reg signal = 0
    );
    reg [31:0] count = 1;
    always @ (posedge clock) begin
        count = (count == limit) ? 1 : count + 1;
        signal = (count == 1) ? ~signal : signal;
    end
endmodule
`timescale 1ns / 1ps
module keyboard(
    input clk100M,
    input [11:0] keys_pressed,
    output reg [11:0] sound_signal = 0
    );
    wire clk_C;
    clock_freq clock_C(clk100M, 1400, clk_C);
    wire [11:0] signal_C;
    note C(clk_C, signal_C);
    wire clk_CS;
    clock_freq clock_CS(clk100M, 1322, clk_CS);
    wire [11:0] signal_CS;
    note CS(clk_CS, signal_CS);
    wire clk_D;
    clock_freq clock_D(clk100M, 1247, clk_D);
    wire [11:0] signal_D;
    note D(clk_D, signal_D);
    wire clk_DS;
    clock_freq clock_DS(clk100M, 1177, clk_DS);
    wire [11:0] signal_DS;
    note DS(clk_DS, signal_DS);
    wire clk_E;
    clock_freq clock_E(clk100M, 1111, clk_E);
    wire [11:0] signal_E;
    note E(clk_E, signal_E);
    wire clk_F;
    clock_freq clock_F(clk100M, 1049, clk_F);
    wire [11:0] signal_F;
    note F(clk_F, signal_F);
    wire clk_FS;
    clock_freq clock_FS(clk100M, 990, clk_FS);
    wire [11:0] signal_FS;
    note FS(clk_FS, signal_FS);
    wire clk_G;
    clock_freq clock_G(clk100M, 934, clk_G);
    wire [11:0] signal_G;
    note G(clk_G, signal_G);
    wire clk_GS;
    clock_freq clock_GS(clk100M, 882, clk_GS);
    wire [11:0] signal_GS;
    note GS(clk_GS, signal_GS);
    wire clk_A;
    clock_freq clock_A(clk100M, 833, clk_A);
    wire [11:0] signal_A;
    note A(clk_A, signal_A);
    wire clk_AS;
    clock_freq clock_AS(clk100M, 786, clk_AS);
    wire [11:0] signal_AS;
    note AS(clk_AS, signal_AS);
    wire clk_B;
    clock_freq clock_B(clk100M, 742, clk_B);
    wire [11:0] signal_B;
    note B(clk_B, signal_B);
    always @ (keys_pressed) begin
        sound_signal = 0;
        if (keys_pressed[11] == 1)
            sound_signal = sound_signal + signal_C;
        if (keys_pressed[10] == 1)
            sound_signal = sound_signal + signal_CS;
        if (keys_pressed[9] == 1)
            sound_signal = sound_signal + signal_D;
        if (keys_pressed[8] == 1)
            sound_signal = sound_signal + signal_DS;
        if (keys_pressed[7] == 1)
            sound_signal = sound_signal + signal_E;
        if (keys_pressed[6] == 1)
            sound_signal = sound_signal + signal_F;
        if (keys_pressed[5] == 1)
            sound_signal = sound_signal + signal_FS;
        if (keys_pressed[4] == 1)
            sound_signal = sound_signal + signal_G;
        if (keys_pressed[3] == 1)
            sound_signal = sound_signal + signal_GS;
        if (keys_pressed[2] == 1)
            sound_signal = sound_signal + signal_A;
        if (keys_pressed[1] == 1)
            sound_signal = sound_signal + signal_AS;
        if (keys_pressed[0] == 1)
            sound_signal = sound_signal + signal_B;
    end
endmodule
`timescale 1ns / 1ps
module note(
    input clk,
    output reg [11:0] signal = 0
    );
    reg count_up = 1;
    always @ (posedge clk) begin
        if (signal == 0) 
            count_up = 1;
        if (signal == 68)
            count_up = 0;
        signal = (count_up == 1) ? signal + 1 : signal - 1;
    end
endmodule

==> summary.rpt <==
PHYSICAL IMPLEMENTATION REPORT
----------------------------------------------------
[Run status]
  Result of the run ........................ completed

[Critical path]
  Crit-path max cell delay ........................ 0.86 ns
  Most Frequent Cell on Critical Path ........................ sky130_fd_sc_hd__ha_1
  Arrival time at the worst endpoint ........................ 23.89 ns
  Highest-delay cell along the critical path ........................ sky130_fd_sc_hd__clkdlybuf4s50_1
  Largest fanout on the critical path ........................ 20
  Worst Reg2Reg Path Length in Cells ........................ 11
  Type of origin of the critical path ........................ input port
  Required time at the endpoint of the critical path ........................ 31.84 ns
  Start-to-end type of the worst setup path ........................ in2out
  Worst Setup End Kind ........................ output pin

[Floorplanning]
  Y dimension of the die ........................ 273 um
  Number of core rows ........................ 99
  Total core area ........................ 73,000 sq um
  Chip area ........................ 74,700 sq um
  Core Density at Floorplan ........................ 50.5%
  Floorplan die width ........................ 273 um
  I/O pin count ........................ 25

[Job]
  Count of maximum capacitance violations ........................ 0
  OpenROAD warning count ........................ 39

[STA]
  Post-layout period usage ........................ 80.0%
  Least setup slack across all paths after layout ........................ 7.95 ns
  Endpoints left unconstrained ........................ approximately 160
  Worst Clk Skew ........................ 0.0332 ns
  Finish-stage setup viols ........................ 0
  Final hold violation count ........................ 0
  Final Max-Slew Violation Tally ........................ 0
  Setup tns final ........................ 0 ns
  Unrepaired setup endpoints after global routing ........................ false
  Shortest period the worst path allows ........................ 31.85 ns
  Upper clock frequency limit ........................ 31.4 MHz
  Worst relative slew slack ........................ 41.6%
  Transition at the pin with the smallest max-transition slack ........................ slightly below 0.9 ns
  Number of register pins that no clock reaches ........................ 156

[Drt]
  Average detailed-routed wire length per instance ........................ roughly 14 um
  Total Routed Length ........................ 77.5 mm
  Iteration-0 DRC count of the detailed router ........................ 1,431
  Pre-antenna DRT Iters ........................ 6
  Vias per cell ........................ approximately 5.4
  Number of design rule violations left after detail routing ........................ 0
  Vias post-DR ........................ 29,100
  Total antenna diodes in the routed design ........................ 0
  Count of antenna-violating nets left after detailed routing ........................ 0

[Cells and area]
  Share of layout cells above drive strength 1 ........................ under 10%
  Fin util ........................ 54.4%
  Area growth, synth to finish ........................ 7.84%

[GRT]
  Wire length of the first global-routing pass ........................ 131 mm
  Largest net degree at the start of global routing ........................ 38
  Overall overflow remaining after global route ........................ 0
  Overall routing resource usage ........................ 21.5%
  Number of global-route vias before repair ........................ 27,000
  Number of antenna violations at the first check in global routing ........................ 0

[Synthesis]
  Complex-gate fraction of the synthesized area ........................ roughly 14%
  Most area-hungry cell type in the Yosys netlist ........................ sky130_fd_sc_hd__dfxtp_1
  Distinct lib cells used ........................ 92
  Most common cell in the synthesized netlist ........................ sky130_fd_sc_hd__dfxtp_1
  Mux cell area share after synthesis ........................ under 10%
  Yosys warnings ........................ 4
  Mapped Area ........................ 36,800 sq um
  Part of the Yosys area used for sequential elements ........................ 30.3%
  Number of cells produced by synthesis ........................ between 4,000 and 5,000
  Post-Synth Simple-Gate Area ........................ roughly a fifth
  Area share of xor/xnor cells in the synthesized design ........................ 16.2%
  Number of enable-type register cells in the synthesized netlist ........................ 12
  Share of synthesized registers carrying an async set or reset ........................ 0%
  Top-area cell type share of the netlist area ........................ 29.4%
  Adder-cell area share of the yosys netlist ........................ 13.2%
  Number of register bits inferred by synthesis ........................ 552
  Most frequent cells after synthesis ........................ sky130_fd_sc_hd__dfxtp_1 (540), sky130_fd_sc_hd__xnor2_1 (428), sky130_fd_sc_hd__nor2_1 (409)
  Biggest combinational cell group after synthesis ........................ simple AND/OR/NAND/NOR gates
  Top cells by area, synth ........................ sky130_fd_sc_hd__dfxtp_1 (29%), sky130_fd_sc_hd__ha_1 (11%), sky130_fd_sc_hd__xnor2_1 (10%), sky130_fd_sc_hd__xor2_1 (5.0%), sky130_fd_sc_hd__nor2_1 (4.2%)
  Flip-flop cell with the highest count after synthesis ........................ sky130_fd_sc_hd__dfxtp_1
  Syn avg cell area ........................ 8.44 sq um
  Post-synth area from yosys stat ........................ 36,800 sq um
  Number of cells in Yosys stat ........................ 4,361

[Clocking]
  Clock root buffer ........................ sky130_fd_sc_hd__clkbuf_16
  TritonCTS clock tree ........................ yes
  Post-CTS Setup Bufs ........................ 0
  Clock latency on the worst-skew pair ........................ 0.58 ns
  Clock slew at reported path FFs ........................ 0.06 ns
  Number of buffers created by CTS ........................ 45
  Max clock buf depth ........................ 3
  Post-CTS Hold Fix Bufs ........................ 0
  Number of H-tree branching levels ........................ 2
  Post-cts resize count ........................ 0

[Place]
  HPWL Detailed ........................ approximately 61 mm
  Pre-CTS WS ........................ 7.97 ns
  Port-buffer cells ........................ 24
  Global placement routability congestion ........................ 0.942

[Pwr]
  Power density cells ........................ 37.3 nW/um^2
  Maximum vdd ir drop ........................ 0.0000671 V
  Leakage power total ........................ 16.4 nW

[Hold path]
  Cell count of the worst hold path ........................ 1
  Worst min path class ........................ reg2reg

----------------------------------------------------
## sequential cells by signal (all words and copies together) (netlist names), 32 cells and up
register / cells
keyboard.clock_A.count: 32
keyboard.clock_AS.count: 32
keyboard.clock_B.count: 32
keyboard.clock_C.count: 32
keyboard.clock_CS.count: 32
keyboard.clock_D.count: 32
keyboard.clock_DS.count: 32
keyboard.clock_E.count: 32
keyboard.clock_F.count: 32
keyboard.clock_FS.count: 32
keyboard.clock_G.count: 32
keyboard.clock_GS.count: 32
## cell type report
| type | count | area [sq um] |
|---|---|---|
| clock inverters | 22 | 253 |
| clock buffers | 62 | 1300 |
| inverters | 296 | 1110 |
| fillers | 6646 | 33300 |
| well taps | 959 | 1200 |
| multi-input cells | 3431 | 24200 |
| repair buffers | 52 | 450 |
| flip-flops and latches | 552 | 11200 |
## final timing paths
path | startpoint | endpoint | slack, ns
worst max register to register | keyboard.clock_A.count[3] | keyboard.clock_A.signal | 35.87
worst min register to register | keyboard.clock_E.count[0] | keyboard.clock_E.count[0] | 0.43
worst min-delay path | keyboard.clock_E.count[0] | keyboard.clock_E.count[0] | 0.43
worst max-delay path | keys_pressed[11] | output_signal[11] | 7.95
## per-layer routing
| layer | up-vias | part of all wire [%] | global-route usage, % | wire, um |
|---|---|---|---|---|
| met4 | 0 | 1.7 | 3.16 | 1330 |
| met3 | 85 | 3.2 | 2.49 | 2480 |
| met1 | 13200 | 52 | 33.9 | 39900 |
| li1 | 15500 | - | - | - |
| met2 | 354 | 44 | 33.2 | 33800 |
| met5 | - | 0 | 0 | 0 |
## cells by family after synthesis
| family | count (synthesis) |
|---|---|
| multiplexers | 42 |
| XOR/XNOR | 654 |
| buffers and inverters | 378 |
| AND/OR/NAND/NOR | 1575 |
| adder cells (fa/ha/maj) | 364 |
| AND-OR/OR-AND | 796 |
| flip-flops | 552 |
## report_power, final
group	internal, mW	switching, mW	total, mW
clock network	0.257	0.169	0.427
logic	0.298	0.357	0.655
registers	0.398	0	0.398
total	0.953	0.527	1.48
## worst max-delay path, delay by kind of cell
kind	cells	cell delay, ns
AND-OR/OR-AND	26	5.20
adder cells (fa/ha/maj)	14	4.79
AND/OR/NAND/NOR	18	2.25
buffers and inverters	10	1.98
XOR/XNOR	9	1.40
multiplexers	1	0.25
## cell usage in the layout, fill, tap and decap left out, drive strengths merged, types with 87 or more instances in the layout
master	netlist	layout
dfxtp	540	540
xnor2	436	436
nor2	411	411
nand2	332	332
ha	320	320
inv	296	300
a21oi	240	240
xor2	211	211
nand3	188	188
o21ai	156	156
nor4	120	120
and3	116	116
nor3	95	95
o21bai	87	87
## per-stage QoR
step	total power, mW	hold slack, ns	instance area (sq um)	std cells
final	1.48	0.432	39700	5374
after detailed placement	1.06	0.423	38100	5290
after global routing	1.59	0.471	39700	5374
after CTS	1.50	0.437	39700	5374
after floorplan	0.871	0.395	36800	4361
after global placement	1.06	0.422	38100	5290
No activity file was given, so power comes from the tool's default toggle rates.
