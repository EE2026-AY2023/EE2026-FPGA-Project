File: run.sh
#!/bin/bash
# OpenROAD 26Q1-2900-gdf79404cd8, Yosys 0.63+post, stock flow scripts
make -C /OpenROAD-flow-scripts/flow DESIGN_CONFIG=/design/flow/config.mk WORK_HOME=/design/flow/orfs finish
File: config.mk
export PLATFORM = sky130hd
export DESIGN_NAME = maze_generator
export DESIGN_NICKNAME = maze_generator
export VERILOG_FILES = /design/flow/design.v
export SDC_FILE = /design/flow/constraint.sdc
export NUM_CORES = 4
export LEC_CHECK = 1
export CORE_UTILIZATION = 50
File: constraint.sdc
current_design maze_generator

set clk_period 5.4
set clk_io_pct 0.2

create_clock -name clk0 -period $clk_period [get_ports {clk}]
create_clock -name clk1 -period $clk_period [get_ports {start_generating}]

set non_clock_inputs [all_inputs -no_clocks]
set_input_delay [expr $clk_period * $clk_io_pct] -clock clk0 $non_clock_inputs
set_output_delay [expr $clk_period * $clk_io_pct] -clock clk0 [all_outputs]
File: design.v
`timescale 1ns / 1ps
module clock_freq(
    input clock,
    input [31:0] limit,
    output reg signal = 0
    );
    reg [31:0] count = 1;
    always @ (posedge clock) begin
        count = (count == limit) ? 1 : count + 1;
        signal = (count == 1) ? ~signal : signal;
    end
endmodule
`timescale 1ns / 1ps
module get_coordinate(
    input [4:0] square,
    output [2:0] x,
    output [1:0] y
);
    assign x = square % 5;
    assign y = square / 5;
endmodule
`timescale 1ns / 1ps
module get_neighbour(
    input [4:0] current,
    input [1:0] direction,
    output reg neighbour_exists = 0,
    output [4:0] neighbour
    );
    parameter up = 0;
    parameter right = 1;
    parameter down = 2;
    parameter left = 3;
    wire [2:0] x;
    wire [1:0] y;
    get_coordinate get_coordinates(current, x, y);
    reg [2:0] neighbour_x = 0;
    reg [1:0] neighbour_y = 0;
    get_square get_square(neighbour_x, neighbour_y, neighbour);
    always @ * begin
        if(
        (direction == up && y == 0) ||
        (direction == right && x == 4) ||
        (direction == down && y == 3) ||
        (direction == left && x == 0))
            neighbour_exists = 0;
        else begin
            neighbour_exists = 1;
            neighbour_x = x;
            neighbour_y = y;
            case (direction)
                up      : neighbour_y = y - 1;
                right   : neighbour_x = x + 1;
                down    : neighbour_y = y + 1;
                left    : neighbour_x = x - 1;
            endcase
        end
    end
endmodule
`timescale 1ns / 1ps
module get_square(
    input [2:0] x,
    input [1:0] y,
    output [4:0] square
    );
    assign square = y * 5 + x;
endmodule
`timescale 1ns / 1ps
module get_wall(
    input [4:0] current,
    input [1:0] direction,
    input [30:0] walls,
    output reg wall_exists = 0,
    output reg [4:0] wall = 0
    );
    parameter up = 0;
    parameter right = 1;
    parameter down = 2;
    parameter left = 3;
    wire neighbour_exists;
    wire [4:0] neighbour;
    get_neighbour get_neighbour(current, direction, neighbour_exists, neighbour);
    wire [2:0] x;
    wire [1:0] y;
    get_coordinate get_coordinates(current, x, y);
    always @ * begin
        if(neighbour_exists == 0)
            wall_exists = 1;
        else begin
            case (direction)
                up      : wall = 11 + 5 * y + x;
                right   : wall = 4 * y + x;
                down    : wall = 16 + 5 * y + x;
                left    : wall = 4 * y + (x - 1);
            endcase
            wall_exists = walls[wall];
        end
    end
endmodule
`timescale 1ns / 1ps
module maze_generator(
    input clk,
    input [1:0] clk_random,
    input start_generating,
    output reg [30:0] walls = 31'h7FFFFFFF,
    output reg [4:0] bomb = 0
    );
    reg [19:0] visited = 0;
    reg [4:0] stack [19:0];
    reg [4:0] steps_from_start = 0;
    reg [4:0] current = 0;
    reg start = 0;
    reg [2:0] bomb_random = 0;
    always @ (posedge start_generating) begin
        bomb_random = (clk * 4) + clk_random;
        case (bomb_random)
            0 : bomb <= 8;
            1 : bomb <= 9;
            2 : bomb <= 12;
            3 : bomb <= 13;
            4 : bomb <= 14;
            5 : bomb <= 17;
            6 : bomb <= 18;
            7 : bomb <= 19;
        endcase
    end
    wire neighbour_exists;
    wire [4:0] neighbour;
    reg [1:0] direction = 0;
    reg direction_change = 0;
    get_neighbour get_neighbour(current, direction, neighbour_exists, neighbour);
    wire wall_exists;
    wire [4:0] wall;
    get_wall get_wall(current, direction, walls, wall_exists, wall);
    wire clk1000;
    clock_freq clock_1000Hz(clk, 500_000, clk1000);
    reg generation_complete = 1;
    always @ (posedge clk1000) begin   
        if(generation_complete == 1) begin
            if(start_generating == 1) begin
                walls <= 31'h7FFFFFFF;
                visited <= 0;
                steps_from_start <= 0;
                current <= 0;
                generation_complete = 0;
            end
        end
        else begin 
            visited[current] = 1;
            stack[steps_from_start] = current;
            direction = clk_random;
            direction_change = direction[0];
            #1_000;
            if(neighbour_exists == 1 && visited[neighbour] == 0) begin
                walls[wall] = 0;
                steps_from_start <= steps_from_start + 1;
                current <= neighbour;
            end
            else begin
                if(direction_change == 1)
                    direction = direction + 1;
                else
                    direction = direction - 1;
                #1_000;
                if(neighbour_exists == 1 && visited[neighbour] == 0) begin
                    walls[wall] = 0;
                    steps_from_start <= steps_from_start + 1;
                    current <= neighbour;
                end
                else begin
                    if(direction_change == 1)
                        direction = direction + 1;
                    else
                        direction = direction - 1;
                    #1_000;
                    if(neighbour_exists == 1 && visited[neighbour] == 0) begin
                        walls[wall] = 0;
                        steps_from_start <= steps_from_start + 1;
                        current <= neighbour;
                    end
                    else begin
                        if(direction_change == 1)
                            direction = direction + 1;
                        else
                            direction = direction - 1;
                        #1_000;
                        if(neighbour_exists == 1 && visited[neighbour] == 0) begin
                            walls[wall] = 0;
                            steps_from_start <= steps_from_start + 1;
                            current <= neighbour;
                        end
                        else begin
                            if(current !== 0) begin
                                steps_from_start = steps_from_start - 1;
                                current <= stack[steps_from_start];
                            end
                            else
                                generation_complete = 1;
                        end
                    end
                end
            end    
        end
    end
endmodule
==> results_slide.txt <==
Implementation Results

Die
  – Ports: 40
  – Die H: 158.7 µm
  – Die Size: 25190 µm²
  – Die width: 158.7 µm
  – Cell Rows: 56
  – Fp util: 51.69%
  – CORE AREA: 23750 µm²

STA
  – Hold Vio Cnt, Final: 1
  – Final setup vio count: 0
  – Clock Skew: 0.007312 ns
  – Fin Hold WS: -0.01153 ns
  – TNS Setup: 0 ns
  – RSZ-0062 raised after global routing: false
  – Worst Tran Pin Value: 0.9054 ns
  – Register pins left without a clock: 174
  – Endpoints left unconstrained: 368
  – Pins over their slew limit: 0
  – Worst setup margin: 2.173 ns
  – Worst slew margin: 39.64%

Setup path
  – Critical Path Source Type: flop
  – CP Capture Type: flop
  – R2r setup slk: 2.17 ns
  – Required time of the critical path: 5.45 ns
  – Data arrival time of the critical path: 3.27 ns
  – Worst R2R Path Depth: 8
  – Worst r2r dst: clock_1000Hz.signal
  – Crit Reg-Reg Startpoint: clock_1000Hz.count[0]
  – Crit path kind: flop to flop
  – Critical path fanouts, max: 8

Pwr
  – Pwr per Cell Area: 84.85 nW/µm²
  – VDD IR max: 0.0001729 V
  – Total leakage power: 5.198 nW

Route
  – Drt first pass iters: 5
  – Antenna-violating nets left: 0
  – Via count: 9154
  – Avg WL per Cell: 19.01 µm
  – DRC Markers: 0
  – DRT Wirelength: 29.54 mm
  – DRT iter0 DRCs: 786
  – # diodes: 0
  – Via-to-Cell Ratio: 5.891

Outcome
  – Status: complete, but fails checks
  – Failing checks: hold timing

Flow run
  – OpenROAD warning count: 53
  – # Max-Cap Violations: 0

Logic synthesis
  – Synth top area cells: edfxtp_1 40%, mux2_2 8.2%, dfxtp_1 6.2%, nand2_1 4.9%, ha_1 4.3%
  – Post-Syn Instances: 1199
  – YS chip area: 12280 µm²
  – Syn_area_per_cell: 10.24 µm²
  – Post-synth EDFFs: 164
  – Biggest area consumer among synthesized cells: edfxtp_1
  – Synth flops: 212
  – Post-synthesis cell type count: 81
  – Post-Syn Area: 12280 µm²
  – Cell count listed in synth_stat.txt: 1199
  – Top_reg_cell synth: edfxtp_1
  – Top post-synthesis cells by count: 164 x edfxtp_1, 161 x nand2_1, 91 x nor2_1
  – Synthesis Warnings: 5
  – Most common cell in the synthesized netlist: edfxtp_1
  – Ys async rst share: 0%
  – Area leader share: 40.11%

Worst hold path
  – HP Class: clock port to flop
  – Hold path endpoint: bomb[3]
  – Hold path depth: 3
  – Hold_sp: clk

GRT
  – Largest net degree at the start of global routing: 165
  – Gr ovfl total: 0
  – Global-route wire length before repair: 47.97 mm
  – Total track usage: 25.45%
  – Antenna violations before repair: 0
  – Vias in the first global route: 9164

Place
  – DPL Wire Length: 19.95 mm
  – Buffers on Ports: 38
  – Post-DP Area: 12930 µm²
  – RePlAce Congestion: 0.9128
  – DP Worst Slack: 2.261 ns

Finish
  – Post-layout util: 58.28%
  – P&R area growth vs syn: 12.74%
  – Design area: 13840 µm²
  – Layout cells sized above 1: 13.85%

CTS
  – Hold Buf Count CTS: 0
  – Clock Pin Slew Worst Setup and Hold Paths: 0.05 ns
  – Post-CTS Setup Repair Bufs: 0
  – Post-cts resize count: 0
  – CTS tree: yes
## layout make-up
type                    count  area, µm²
clock buffers              36      825.8
repair buffers             61      565.5
well taps                 319      399.1
fillers                  1967       9911
multi-input cells         869       5961
inverters                  43      163.9
clock inverters            14      91.34
flip-flops and latches    212       5836
## state kept, by name, summed over array words and instances, names as in the netlist
| register | count |
|---|---|
| current | 5 |
| bomb | 5 |
| clock_1000Hz.signal | 1 |
| get_wall.wall | 5 |
| steps_from_start | 5 |
| generation_complete | 1 |
| visited | 20 |
| stack | 100 |
| get_neighbour.neighbour_y | 2 |
| get_neighbour.neighbour_x | 3 |
| direction | 2 |
| walls | 31 |
| clock_1000Hz.count | 32 |
## power breakdown
group / internal (mW) / leakage [nW] / switching (mW)
Sequential: 0.303 / 2.07 / 0.00531
Clock: 0.632 / 0.453 / 0.202
Combinational: 0.0262 / 2.68 / 0.00575
Total: 0.961 / 5.20 / 0.213
## worst max-delay path, cell delays in order, from the launching register on
cell and delay (ns):
dfxtp_1 0.42, ha_1 0.35, nand3_1 0.24, nor4_1 0.51, and3_1 0.31, nand4_1 0.13, xnor2_1 0.16, or4_1 0.53
nor4_1 0.25
## cells by family after synthesis
kind of cell	share of synthesized area, %
XOR/XNOR	3.995
adder cells (fa/ha/maj)	5.014
multiplexers	9.345
buffers and inverters	3.923
AND-OR/OR-AND	11.61
latches	1.223
flip-flops	46.31
AND/OR/NAND/NOR	18.59
## placed cells by master, fill, tap and decap left out, types with 7 or more instances in the layout
master	count
edfxtp_1	164
nand2_1	161
nor2_1	91
mux2_2	89
inv_1	51
a21oi_1	44
o21ai_0	43
nand3_1	43
ha_1	42
dfxtp_1	38
clkdlybuf4s50_1	38
xnor2_1	36
clkbuf_16	32
and3_1	22
buf_4	22
nand4_1	20
xor2_1	20
nor3_1	16
a22oi_1	16
nand2b_1	13
and2_1	13
nor2b_1	12
nor4b_1	11
o211ai_1	11
mux2i_1	10
o21a_1	10
dlxtn_1	10
nor4_1	9
a211oi_1	8
a31oi_1	8
nor3b_1	7
or3_1	7
o31ai_1	7
## per-layer routing
layer  share of wire [%]  global-route usage (%)  vias up
li1                    -                       -     4447
met1                  46                   41.42     4371
met2                  44                   34.75      312
met3                 7.9                   8.786       24
met4                 1.4                   6.222        0
met5                   0                       0        -
## stage by stage
| stage | power, mW | cells | hold WS, ns |
|---|---|---|---|
| floorplan | 0.3326 | 1199 | 0.08595 |
| global placement | 0.3650 | 1505 | 0.08595 |
| detailed placement | 0.3652 | 1505 | 0.08595 |
| CTS | 1.193 | 1554 | -0.005699 |
| global route | 1.221 | 1554 | 0.008806 |
| finish | 1.174 | 1554 | -0.01153 |
## worst max-delay path by stage
stage / start / end / slack, ns / cells after the start
after CTS: clock_1000Hz.count[0] / clock_1000Hz.signal / 2.20 / 8
after global routing: clock_1000Hz.count[3] / clock_1000Hz.signal / 1.83 / 9
final: clock_1000Hz.count[0] / clock_1000Hz.signal / 2.17 / 8
No activity file was given, so power comes from the tool's default toggle rates.
