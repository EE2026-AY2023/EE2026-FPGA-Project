$ cat ./config.mk
export PLATFORM = sky130hd
export DESIGN_NAME = wall_display
export DESIGN_NICKNAME = wall_display
export VERILOG_FILES = /design/flow/design.v
export SDC_FILE = /design/flow/constraint.sdc
export NUM_CORES = 4
export LEC_CHECK = 1
export CORE_UTILIZATION = 50
$ cat ./constraint.sdc
current_design wall_display

set clk_period 8.2
set clk_io_pct 0.2

create_clock -name clk0 -period $clk_period [get_ports {clock}]

set non_clock_inputs [all_inputs -no_clocks]
set_input_delay [expr $clk_period * $clk_io_pct] -clock clk0 $non_clock_inputs
set_output_delay [expr $clk_period * $clk_io_pct] -clock clk0 [all_outputs]
$ cat ./design.v
`timescale 1ns / 1ps
module get_coordinate(
    input [4:0] square,
    output [2:0] x,
    output [1:0] y
);
    assign x = square % 5;
    assign y = square / 5;
endmodule
`timescale 1ns / 1ps
module wall_display(
    input clock,
    input [30:0] maze,
    input [4:0] position,
    input [6:0] x, y,
    output reg [15:0] oled_data = 0
    );
    reg [19:0] square;
    wire [2:0] curr_x;
    wire [1:0] curr_y;
    wire [6:0] oled_pos_x , oled_pos_y;
    assign oled_pos_x = (curr_x+1) * 15 - 2;
    assign oled_pos_y = curr_y * 15 + 3;
    get_coordinate curr(position,curr_x, curr_y);
    wire [3:0] px, py;
    assign px = x - oled_pos_x;
    assign py = y - oled_pos_y;
    always @ (posedge clock) begin
          square <= 0;
          square[position] <= 1;
        if ((x == 11) && (y >= 2) && (y <= 61)) 
            begin
                oled_data <= 16'b00000_000000_00000;
            end
        else if ((x == 85) && (y >= 2) && (y <= 61)) 
            begin
                oled_data <= 16'b00000_000000_00000;
            end
        else if ((x >= 11) && (x <= 85) && (y == 2))
            begin
                oled_data <= 16'b00000_000000_00000;
            end
        else if ((x >= 11) && (x <= 85) && (y == 61))
            begin
                oled_data <= 16'b00000_000000_00000;
            end
        else if ((x == 26) && (y >= 3) && (y <= 17))
            begin
                if (maze[0] == 0) begin
                oled_data <= 16'b11111_111111_11111;
                end
                else begin
                oled_data <= 16'b00000_000000_00000;
                end
            end
        else if ((x == 41) && (y >= 3) && (y <= 17))
            begin
                if (maze[1] == 0) begin
                            oled_data <= 16'b11111_111111_11111;
                            end
                            else begin
                            oled_data <= 16'b00000_000000_00000;
                            end
            end
        else if ((x == 56) && (y >= 3) && (y <= 17))
            begin
                if (maze[2] == 0) begin
                            oled_data <= 16'b11111_111111_11111;
                            end
                            else begin
                            oled_data <= 16'b00000_000000_00000;
                            end
            end
        else if ((x == 71) && (y >= 3) && (y <= 17))
            begin
                if (maze[3] == 0) begin
                            oled_data <= 16'b11111_111111_11111;
                            end
                            else begin
                            oled_data <= 16'b00000_000000_00000;
                            end
            end
        else if ((x == 26) && (y >= 18) && (y <= 32))
            begin
                if (maze[4] == 0) begin
                            oled_data <= 16'b11111_111111_11111;
                            end
                            else begin
                            oled_data <= 16'b00000_000000_00000;
                            end
            end
         else if ((x == 41) && (y >= 18) && (y <= 32))
            begin
                if (maze[5] == 0) begin
                            oled_data <= 16'b11111_111111_11111;
                            end
                            else begin
                            oled_data <= 16'b00000_000000_00000;
                            end
            end
         else if ((x == 56) && (y >= 18) && (y <= 32))
            begin
                if (maze[6] == 0) begin
                            oled_data <= 16'b11111_111111_11111;
                            end
                            else begin
                            oled_data <= 16'b00000_000000_00000;
                            end
            end
         else if ((x == 71) && (y >= 18) && (y <= 32))
            begin
                if (maze[7] == 0) begin
                            oled_data <= 16'b11111_111111_11111;
                            end
                            else begin
                            oled_data <= 16'b00000_000000_00000;
                            end
            end
         else if ((x == 26) && (y >= 33) && (y <= 47))
            begin
                if (maze[8] == 0) begin
                            oled_data <= 16'b11111_111111_11111;
                            end
                            else begin
                            oled_data <= 16'b00000_000000_00000;
                            end
            end
         else if ((x == 41) && (y >= 33) && (y <= 47))
            begin
                if (maze[9] == 0) begin
                            oled_data <= 16'b11111_111111_11111;
                            end
                            else begin
                            oled_data <= 16'b00000_000000_00000;
                            end
            end
         else if ((x == 56) && (y >= 33) && (y <= 47))
            begin
                if (maze[10] == 0) begin
                            oled_data <= 16'b11111_111111_11111;
                            end
                            else begin
                            oled_data <= 16'b00000_000000_00000;
                            end
            end
        else if ((x == 71) && (y >= 33) && (y <= 47))
            begin
                if (maze[11] == 0) begin
                            oled_data <= 16'b11111_111111_11111;
                            end
                            else begin
                            oled_data <= 16'b00000_000000_00000;
                            end
            end
        else if ((x == 26) && (y >= 48) && (y <= 60))
            begin
                if (maze[12] == 0) begin
                            oled_data <= 16'b11111_111111_11111;
                            end
                            else begin
                            oled_data <= 16'b00000_000000_00000;
                            end
            end
         else if ((x == 41) && (y >= 48) && (y <= 60))
            begin
                if (maze[13] == 0) begin
                            oled_data <= 16'b11111_111111_11111;
                            end
                            else begin
                            oled_data <= 16'b00000_000000_00000;
                            end
            end
         else if ((x == 56) && (y >= 48) && (y <= 60))
            begin
                if (maze[14] == 0) begin
                            oled_data <= 16'b11111_111111_11111;
                            end
                            else begin
                            oled_data <= 16'b00000_000000_00000;
                            end
            end
        else if ((x == 71) && (y >= 48) && (y <= 60))
            begin
                if (maze[15] == 0) begin
                            oled_data <= 16'b11111_111111_11111;
                            end
                            else begin
                            oled_data <= 16'b00000_000000_00000;
                            end
            end
        else if ((x >= 12) && (x <= 25) && (y == 17))
            begin
                if (maze[16] == 0) begin
                            oled_data <= 16'b11111_111111_11111;
                            end
                            else begin
                            oled_data <= 16'b00000_000000_00000;
                            end
            end
         else if ((x >= 27) && (x <= 40) && (y == 17))
            begin
                if (maze[17] == 0) begin
                            oled_data <= 16'b11111_111111_11111;
                            end
                            else begin
                            oled_data <= 16'b00000_000000_00000;
                            end
            end
         else if ((x >= 42) && (x <= 55) && (y == 17))
            begin
                if (maze[18] == 0) begin
                            oled_data <= 16'b11111_111111_11111;
                            end
                            else begin
                            oled_data <= 16'b00000_000000_00000;
                            end
            end
         else if ((x >= 57) && (x <= 70) && (y == 17))
            begin
                if (maze[19] == 0) begin
                            oled_data <= 16'b11111_111111_11111;
                            end
                            else begin
                            oled_data <= 16'b00000_000000_00000;
                            end
            end
         else if ((x >= 72) && (x <= 85) && (y == 17))
            begin
                if (maze[20] == 0) begin
                            oled_data <= 16'b11111_111111_11111;
                            end
                            else begin
                            oled_data <= 16'b00000_000000_00000;
                            end
            end
         else if ((x >= 12) && (x <= 25) && (y == 32))
            begin
                if (maze[21] == 0) begin
                            oled_data <= 16'b11111_111111_11111;
                            end
                            else begin
                            oled_data <= 16'b00000_000000_00000;
                            end
            end
         else if ((x >= 27) && (x <= 40) && (y == 32))
            begin
                if (maze[22] == 0) begin
                            oled_data <= 16'b11111_111111_11111;
                            end
                            else begin
                            oled_data <= 16'b00000_000000_00000;
                            end
            end
         else if ((x >= 42) && (x <= 55) && (y == 32))
            begin
                if (maze[23] == 0) begin
                            oled_data <= 16'b11111_111111_11111;
                            end
                            else begin
                            oled_data <= 16'b00000_000000_00000;
                            end
            end
         else if ((x >= 57) && (x <= 70) && (y == 32))
            begin
                if (maze[24] == 0) begin
                            oled_data <= 16'b11111_111111_11111;
                            end
                            else begin
                            oled_data <= 16'b00000_000000_00000;
                            end
            end
         else if ((x >= 72) && (x <= 85) && (y == 32))
            begin
                if (maze[25] == 0) begin
                            oled_data <= 16'b11111_111111_11111;
                            end
                            else begin
                            oled_data <= 16'b00000_000000_00000;
                            end
            end
         else if ((x >= 12) && (x <= 25) && (y == 47))
            begin
                if (maze[26] == 0) begin
                            oled_data <= 16'b11111_111111_11111;
                            end
                            else begin
                            oled_data <= 16'b00000_000000_00000;
                            end
            end
         else if ((x >= 27) && (x <= 40) && (y == 47))
            begin
                if (maze[27] == 0) begin
                            oled_data <= 16'b11111_111111_11111;
                            end
                            else begin
                            oled_data <= 16'b00000_000000_00000;
                            end
            end
        else if ((x >= 42) && (x <= 55) && (y == 47))
            begin
                if (maze[28] == 0) begin
                            oled_data <= 16'b11111_111111_11111;
                            end
                            else begin
                            oled_data <= 16'b00000_000000_00000;
                            end
            end
         else if ((x >= 57) && (x <= 70) && (y == 47))
            begin
                if (maze[29] == 0) begin
                            oled_data <= 16'b11111_111111_11111;
                            end
                            else begin
                            oled_data <= 16'b00000_000000_00000;
                            end
            end
         else if ((x >= 72) && (x <= 85) && (y == 47))
            begin
                if (maze[30] == 0) begin
                            oled_data <= 16'b11111_111111_11111;
                            end
                            else begin
                            oled_data <= 16'b00000_000000_00000;
                            end
            end
         else if ((x >= oled_pos_x) && (x <= oled_pos_x+14) && (y >= oled_pos_y) && (y <= oled_pos_y+14))
            begin 
                if (square [0] == 0) begin
                    oled_data <= 16'b11111_111111_11111;
                end
                else begin
                if ((py == 7 && px == 1) || (py == 8 && px == 1) || (py == 7 && px == 2) || (py == 8 && px == 2) || (py == 5 && px == 3) || (py == 6 && px == 3) || (py == 9 && px == 3) || (py == 5 && px == 4) || (py == 6 && px == 4) || (py == 9 && px == 4) || (py == 2 && px == 6) || (py == 9 && px == 6) || (py == 2 && px == 7) || (py == 9 && px == 7) || (py == 3 && px == 9) || (py == 4 && px == 9) || (py == 9 && px == 9) || (py == 3 && px == 10) || (py == 4 && px == 10) || (py == 9 && px == 10) || (py == 2 && px == 11)) oled_data <= 16'hcc88;
                else if ((py == 5 && px == 1) || (py == 6 && px == 1) || (py == 9 && px == 1) || (py == 5 && px == 2) || (py == 6 && px == 2) || (py == 9 && px == 2) || (py == 10 && px == 3) || (py == 11 && px == 3) || (py == 12 && px == 3) || (py == 13 && px == 3) || (py == 10 && px == 4) || (py == 11 && px == 4) || (py == 12 && px == 4) || (py == 13 && px == 4) || (py == 9 && px == 5) || (py == 10 && px == 5) || (py == 11 && px == 5) || (py == 3 && px == 6) || (py == 4 && px == 6) || (py == 5 && px == 6) || (py == 6 && px == 6) || (py == 7 && px == 6) || (py == 8 && px == 6) || (py == 10 && px == 6) || (py == 11 && px == 6) || (py == 3 && px == 7) || (py == 4 && px == 7) || (py == 5 && px == 7) || (py == 6 && px == 7) || (py == 7 && px == 7) || (py == 8 && px == 7) || (py == 10 && px == 7) || (py == 11 && px == 7) || (py == 3 && px == 8) || (py == 4 && px == 8) || (py == 7 && px == 8) || (py == 8 && px == 8) || (py == 9 && px == 8) || (py == 10 && px == 8) || (py == 11 && px == 8) || (py == 12 && px == 8) || (py == 13 && px == 8) || (py == 7 && px == 9) || (py == 8 && px == 9) || (py == 10 && px == 9) || (py == 11 && px == 9) || (py == 5 && px == 10) || (py == 6 && px == 10) || (py == 7 && px == 10) || (py == 8 && px == 10) || (py == 10 && px == 10) || (py == 11 && px == 10) || (py == 3 && px == 11) || (py == 4 && px == 11) || (py == 7 && px == 11) || (py == 8 && px == 11)) oled_data <= 16'hdd6e;
                else if ((py == 12 && px == 5) || (py == 13 && px == 5) || (py == 12 && px == 9) || (py == 13 && px == 9) || (py == 12 && px == 10) || (py == 13 && px == 10)) oled_data <= 16'h9346;
                else if ((py == 5 && px == 8) || (py == 6 && px == 8) || (py == 5 && px == 9) || (py == 6 && px == 9) || (py == 5 && px == 11) || (py == 6 && px == 11) || (py == 5 && px == 12) || (py == 6 && px == 12)) oled_data <= 16'he803;
                else oled_data <= 16'b11111_111111_11111;
                end
            end
         end
endmodule
$ cat ./run.sh
#!/bin/bash
# OpenROAD 26Q1-2900-gdf79404cd8, Yosys 0.63+post, stock flow scripts
make -C /OpenROAD-flow-scripts/flow DESIGN_CONFIG=/design/flow/config.mk WORK_HOME=/design/flow/orfs finish
==> results.toml <==
# yosys + openroad results
[min_path]
whs_path_depth = 2
min_to = "oled_data[7]$_SDFFE_PP0P_"
hp-class = "flop to flop"
min_from = "oled_data[7]$_SDFFE_PP0P_"

[sta]
hold_violations = 0
fin_ws_ns = 0.141
skew_ns = 0.00842
min_period_over_period = 0.983
timing.final.crit_period_ns = 8.06
setup_viol = 0
relSlewSlack = 0.450
fmax_mhz = 124
drv_slew = 0
whs_ns = 0.458
tightest_slew_ns = 0.805

[worst_setup_path]
slowest_delay_ns = 0.35
reg2reg_depth = 6
crit_required_ns = 8.37
worst-path-max-fanout = 4
worstSetupEndpointType = "flop"
cp_slowest_cell = "fa_2"
startpoint_type = "primary input"
r2r_slack_ns = 6.20
critPathKind = "primary input to flop"
r2r-end = "oled_data[10]$_SDFFE_PP0P_"
r2r_start = "square$_DFF_P_"
worst_ep_arrival_time_ns = 8.23

[cts]
cts.sinks = 11
htreeDepth = 1
clk_pin_slew_ns = 0.05
clock_latency_ns = 0.23
tritoncts = "done"
cts-root-buf = "clkbuf_8"
clockBufferDepth = 2
cts_buffers = 3

[drt]
ant_nets = 0
drt_iter0_markers = 257
viasPerCell = 6.36
first_pass_iters = 5
diodes = 0
drcViolationCount = 0
wl_per_cell_um = 18.1
wirelength_um = 13400
vias = 4723

[global_routing]
grt_usage = 0.319
grt_max_degree = 19
globalRouteOverflowTotal = 0
grt_pass1_wl_um = 21200
antenna_found_initial = 0
grt_pass1_vias = 4338

[synthesis]
ys_seq_share = 0.0554
yosys_cells = 537
numSynthFlops = 11
ys_area_mm2 = 0.00398
ys_sh_simple = 0.288
async_flop_share = 0
ys_sh_aoi = 0.329
yosysWarnings = 1
synth.area.mux_share = 0.0129
ys_types = 91
xor_area_frac = 0.0551
yosys_most_used_dff = "dfxtp_1"
synthAdderAreaFrac = 0.185
edf_count = 0
netlist_area_mm2 = 0.00398
postSynthAreaPerCell_um2 = 7.40
top_logic_kind = "AND-OR/OR-AND gates"
syn_inst = 537

[outcome]
status = "finished clean"

[floorplan]
core-area_mm2 = 0.00773
die_h_um = 91.2
io-pin-count = 67
dieArea_mm2 = 0.00831
fp.dieW_um = 91.2
row_count = 32
fp_util = 0.514

[final_layout]
register_area_um2 = 220
drive_gt1_frac = 0.223
syn_to_final_growth_pct = 35.3
design_area_mm2 = 0.00538
layoutNonFillerInstCount = 743
mi_logic_area_mm2 = 0.00370
fillers = 577

[place]
placed_cell_area_mm2 = 0.00511
routabilityCongestion = 1.07
post-place-cells = 724
io_buffer_count = 66
hpwlAfterDp_um = 10200
dp_slack_ns = -0.569

[power_and_ir_drop]
power_density_mw_per_mm2 = 415
peakVddDrop_mv = 0.522
leakagePower_nw = 2.20

[job]
drv_cap = 0
log.warning_count = 42
## where the power goes
group,switching (mW),leakage [nW],internal [mW]
Clock,0.0193,0.0228,0.0340
Combinational,1.01,2.09,1.07
Sequential,0.0132,0.0919,0.0832
## through the flow
stage / util / setup TNS, ns / total power, mW
floorplan: - / 0 / 1.38
global placement: 0.662 / -2.39 / 1.90
detailed placement: 0.662 / -4.66 / 1.94
CTS: 0.686 / 0 / 2.16
global route: 0.696 / -1.14 / 2.43
finish: 0.696 / 0 / 2.23
## registers in the layout, indices dropped and copies added (netlist names)
name	cells
oled_data	10
square	1
## Yosys cell counts (5+ instances only)
cell type | n | area share
a31oi_1 | 11 | 0.017
or2_2 | 6 | 0.0094
a2111oi_0 | 8 | 0.018
o22ai_1 | 5 | 0.0079
nor2b_1 | 9 | 0.014
a211oi_1 | 6 | 0.011
o31ai_1 | 5 | 0.0094
fa_1 | 8 | 0.040
nor3_1 | 23 | 0.029
o21ai_0 | 29 | 0.037
ha_1 | 46 | 0.14
buf_2 | 6 | 0.0076
xnor2_1 | 12 | 0.026
nor2_1 | 36 | 0.034
nand2b_1 | 12 | 0.019
nor4_1 | 13 | 0.020
clkbuf_1 | 15 | 0.014
inv_1 | 33 | 0.031
a21o_1 | 5 | 0.0094
nand2_1 | 33 | 0.031
o31a_1 | 5 | 0.011
or3_1 | 10 | 0.016
buf_4 | 8 | 0.015
a21oi_1 | 30 | 0.038
dfxtp_1 | 11 | 0.055
o21a_1 | 8 | 0.015
nand4_1 | 8 | 0.013
xor2_1 | 6 | 0.013
nand3_1 | 14 | 0.018
## worst max-delay path by stage
| stage | slack, ns | cells after the start | end | from |
|---|---|---|---|---|
| finish | 0.14 | 36 | oled_data[5]$_SDFFE_PP0P_ | position[0] |
| global route | -0.21 | 35 | oled_data[5]$_SDFFE_PP0P_ | position[0] |
| CTS | 0.06 | 33 | oled_data[4]$_SDFFE_PP0P_ | position[1] |
## critical path: cells and delay by family
| kind | cells | cell delay [ns] |
|---|---|---|
| buffers and inverters | 7 | 0.70 |
| adder cells (fa/ha/maj) | 8 | 2.01 |
| AND/OR/NAND/NOR | 3 | 0.39 |
| multiplexers | 1 | 0.31 |
| AND-OR/OR-AND | 13 | 2.53 |
| XOR/XNOR | 4 | 0.64 |
## logic make-up after synthesis
group / count (synthesis)
simple gates: 203
compound gates: 177
buf+inv: 66
fa+ha+maj: 54
xor+xnor: 21
flops: 11
mux: 5
## layout by cell type (no fill, tap or decap), drive strengths merged, types with 10 or more instances in the layout
master,n
dfxtp,11
a21oi,31
nor3,25
nand2b,12
or3,10
ha,46
nor4,13
clkdlybuf4s50,61
nand3,15
inv,34
o21ai,32
xnor2,13
nand2,33
buf,66
a31oi,11
nor2,36
## layout make-up
class	count	share of cell area
Inverter	34	0.0251
Timing Repair Buffer	132	0.213
Clock buffer	4	0.00838
Multi-Input combinational cell	460	0.688
Tap cell	102	0.0237
Sequential cell	11	0.0410
## repair_timing
item,4_1_cts,5_1_grt
setup endpoints to repair,10,10
pin swaps,20,20
resized,20,15
buffers inserted,8,8
hold buffers,0,0
## layer usage
metal / vias to the layer above / share of wire / track usage
met5: - / 0 / 0
met2: 195 / 0.47 / 0.523
met4: 0 / 0.029 / 0.0794
met3: 30 / 0.066 / 0.0289
met1: 2213 / 0.44 / 0.456
li1: 2285 / - / -
No activity file was given, so power comes from the tool's default toggle rates.
