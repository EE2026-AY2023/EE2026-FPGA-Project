===== ./config.mk =====
export PLATFORM = sky130hd
export DESIGN_NAME = find_the_white
export DESIGN_NICKNAME = find_the_white
export VERILOG_FILES = /design/flow/design.v
export SDC_FILE = /design/flow/constraint.sdc
export NUM_CORES = 4
export LEC_CHECK = 1
export CORE_UTILIZATION = 30

===== ./constraint.sdc =====
current_design find_the_white

set clk_period 6.7
set clk_io_pct 0.2

create_clock -name clk0 -period $clk_period [get_ports {clock}]

set non_clock_inputs [all_inputs -no_clocks]
set_input_delay [expr $clk_period * $clk_io_pct] -clock clk0 $non_clock_inputs
set_output_delay [expr $clk_period * $clk_io_pct] -clock clk0 [all_outputs]

===== ./design.v =====
`timescale 1ns / 1ps
module find_the_white(
    input clock,
    input mouse_left_click,
    input [6:0] x, y,
    output reg [15:0] oled_data = 0
    );
    reg[95:0] r2 = 96'b011111101111110111111011001101100000110001111110110011011111100000111101100000011011111101111110;
    reg[95:0] r3 = 96'b011111101111110111111011001101100000110001111110110011011111100001111101100000011011111101111110;
    reg[95:0] r4 = 96'b000001100011000001100011001101100000110000000110110011000110000011101101100001111000110000000110;
    reg[95:0] r5 = 96'b000001100011000001100011001101100000110000000110110011000110000011001101100001111000110000000110;
    reg[95:0] r6 = 96'b011111100011000001100011111101101110110001111110111111000110000011001101100110011000110000011110;
    reg[95:0] r7 = 96'b011111100011000001100011111101101110110001111110111111000110000011001101100110011000110000011110;
    reg[95:0] r8 = 96'b000001100011000001100011001100111111100000000110110011000110000011001101111000011000110000000110;
    reg[95:0] r9 = 96'b000001100011000001100011001100111111100000000110110011000110000011101101111000011000110000000110;
    reg[95:0] r10 = 96'b011111100011000111111011001100011011000001111110110011000110000001111101100000011011111100000110;
    reg[95:0] r11 = 96'b011111100011000111111011001100011011000001111110110011000110000000111101100000011011111100000110;
    reg[95:0] r15 = 96'b000000000000000111100000000011110000011111111111111111111111000001111100000000000000000011111000;
    reg[95:0] r16 = 96'b000000000000000111100000000011110000011111111111111111111111000001111100000000000000000011111000;
    reg[95:0] r17 = 96'b000000000000000111100000000111110000011111111111111111111111000001111100000000000000000011111000;
    reg[95:0] r18 = 96'b000000000000000111100000000111110000011111111111111111111111000001111100000000000000000011111000;
    reg[95:0] r19 = 96'b000000000000000111100000001111110000000000000011111000000000000000111110000000000000000111110000;
    reg[95:0] r20 = 96'b000000000000000111100000001111110000000000000011111000000000000000111110000000000000000111110000;
    reg[95:0] r21 = 96'b000000000000000111100000011111110000000000000011111000000000000000011110000000000000000111100000;
    reg[95:0] r22 = 96'b000000000000000111100000011111110000000000000011111000000000000000011110000000000000000111100000;
    reg[95:0] r23 = 96'b000000000000000111100000111111110000000000000011111000000000000000011111000000000000001111100000;
    reg[95:0] r24 = 96'b000000000000000111100000111111110000000000000011111000000000000000011111000000000000001111100000;
    reg[95:0] r25 = 96'b000000000000000111100001111111110000000000000011111000000000000000001111000000000000001111000000;
    reg[95:0] r26 = 96'b000000000000000111100001111111110000000000000011111000000000000000001111000000000000001111000000;
    reg[95:0] r27 = 96'b000000000000000111100011111011110000000000000011111000000000000000001111100000000000011111000000;
    reg[95:0] r28 = 96'b000000000000000111100011111011110000000000000011111000000000000000001111100001111000011111000000;
    reg[95:0] r29 = 96'b000000000000000111100111110011110000000000000011111000000000000000000111100001111000011110000000;
    reg[95:0] r30 = 96'b000000000000000111100111110011110000000000000011111000000000000000000111100001111000011110000000;
    reg[95:0] r31 = 96'b000000000000000111101111100011110000000000000011111000000000000000000111110001111000111110000000;
    reg[95:0] r32 = 96'b000000000000000111101111100011110000000000000011111000000000000000000111110011111100111110000000;
    reg[95:0] r33 = 96'b000000000000000111111111000011110000000000000011111000000000000000000011111111111111111100000000;
    reg[95:0] r34 = 96'b000000000000000111111111000011110000000000000011111000000000000000000011111111111111111100000000;
    reg[95:0] r35 = 96'b000000000000000111111110000011110000000000000011111000000000000000000011111111111111111100000000;
    reg[95:0] r36 = 96'b000000000000000111111110000011110000000000000011111000000000000000000011111111111111111100000000;
    reg[95:0] r37 = 96'b000000000000000111111100000011110000000000000011111000000000000000000001111111111111111000000000;
    reg[95:0] r38 = 96'b000000000000000111111100000011110000000000000011111000000000000000000001111111111111111000000000;
    reg[95:0] r39 = 96'b000000000000000111111000000011110000000000000011111000000000000000000001111111111111111000000000;
    reg[95:0] r40 = 96'b000000000000000111111000000011110000011111111111111111111111000000000001111111001111111000000000;
    reg[95:0] r41 = 96'b000000000000000111110000000011110000011111111111111111111111000000000000111111001111110000000000;
    reg[95:0] r42 = 96'b000000000000000111110000000011110000011111111111111111111111000000000000111111001111110000000000;
    reg[95:0] r43 = 96'b000000000000000111100000000011110000011111111111111111111111000000000000111111001111110000000000;
    reg [15:0] color_hex = 0;
    always @(posedge clock)
    begin
        color_hex <= mouse_left_click ? color_hex + 1 : color_hex ;
        if ((y == 2 && r2[x]==1) || (y == 3 && r3[x]==1) || (y == 4 && r4[x]==1) || (y == 5 && r5[x]==1)
         || (y == 6 && r6[x]==1) || (y == 7 && r7[x]==1) || (y == 8 && r8[x]==1) || (y == 9 && r9[x]==1)
         || (y == 10 && r10[x]==1) || (y == 11 && r11[x]==1))
        begin
            oled_data <= 16'hffff;
        end
        else
        begin
            if (color_hex <= 16'hffff && color_hex >= 16'hfdef)
            begin
                if ((y == 15 && r15[x]==1) || (y == 16 && r16[x]==1) || (y == 17 && r17[x]==1) 
                || (y == 18 && r18[x]==1) || (y == 19 && r19[x]==1) || (y == 20 && r20[x]==1) 
                || (y == 21 && r21[x]==1) || (y == 22 && r22[x]==1) || (y == 23 && r23[x]==1) 
                || (y == 24 && r24[x]==1) || (y == 25 && r25[x]==1) || (y == 26 && r26[x]==1) 
                || (y == 27 && r27[x]==1) || (y == 28 && r28[x]==1) || (y == 29 && r29[x]==1) 
                || (y == 30 && r30[x]==1) || (y == 31 && r31[x]==1) || (y == 32 && r32[x]==1) 
                || (y == 33 && r33[x]==1) || (y == 34 && r34[x]==1) || (y == 35 && r35[x]==1) 
                || (y == 36 && r36[x]==1) || (y == 37 && r37[x]==1) || (y == 38 && r38[x]==1) 
                || (y == 39 && r39[x]==1) || (y == 40 && r40[x]==1) || (y == 41 && r41[x]==1) 
                || (y == 42 && r42[x]==1) || (y == 43 && r43[x]==1))
                begin
                    oled_data <= 0;
                end
                else 
                begin
                    oled_data <= 16'hffff;
                end
            end
            else
            begin
                oled_data <= color_hex;              
            end
        end
    end
endmodule

===== ./run.sh =====
#!/bin/bash
# OpenROAD 26Q1-2900-gdf79404cd8, Yosys 0.63+post, stock flow scripts
make -C /OpenROAD-flow-scripts/flow DESIGN_CONFIG=/design/flow/config.mk WORK_HOME=/design/flow/orfs finish

==> run notes <==
The total CTS buffers is 5, and the area inside the core boundary is 10800 um2. TritonCTS reports the number of clock sinks as 32. The die area is 11500 um2, and the worst-case clock skew is 0.00283 ns. Counting flops with a built-in enable in the synthesized netlist gives 16. Per the Yosys statistics, synthesis produced 445 cells.

Per the OpenROAD floorplan log, the width of the die is 107 um. The clock period minus worst slack is 4.80 ns. The highest-delay cell along the critical path is clkdlybuf4s50_1.

Entering global routing, the biggest net connects 55 pins. The fraction of registers with async set/reset is 0, and the count of antenna diodes in the layout is 0. The site row count was 38; the area growth from synthesis to layout was 13.1%. The CTS clock-pin slew for the worst setup and hold paths is 0.06 ns, and the final number of max-transition violations is 0. The aggregate global routing overflow was 0; the placer's final routability congestion estimate was 0.951. Of all nets on the critical path, the largest fanout is 23. Warnings raised by the tools during the run amount to 32.

The initial antenna violation count came out at 0. The run gives 3330 um2 for the area figure in the yosys stat output. The run finished with clean final reports. Per the run summary, max-cap violations total 0. The reported leakage power was 0.00137 uW. Sequential power share: 0.418. Per STA, the startpoint of the critical path is x[1]. The number of gates resized after CTS was 0. VDD sags by at most 219 uV. The root buffer cell chosen for the clock tree is clkbuf_8. The level count of the clock H-tree was 2; the number of iterations in the first detailed-routing pass was 6. The run gives 0.99 ns for the critical path's largest stage delay.

The run gives 0.208 GHz as the achievable frequency. TritonCTS built the clock tree. The tools report the clock share of power as 0.291. STA reports the tightest min-delay check as being of type reg -> reg. For the total instance count after detailed placement, the log shows 581. The final timing report lists a hold violation count of 0.

The finished layout holds 589 standard cells, fillers aside. The share of synthesized area occupied by flip-flops and latches came out at 0.240. Setup repair after global routing left no endpoint under its margin.

STA classifies the critical path startpoint as a primary input. Aggregate negative setup slack: 0 ns. With the wire length after detailed routing at 10.1 mm, the actual slew at the worst max-slew pin is 0.794 ns.

Detailed-route iteration 0 reported a violation count of 250. Per the detail_route report, the via count comes to 3503. By startpoint and endpoint, the worst setup path is classified as in -> reg. Initial standard-cell utilization of the core: 0.308.

Share of layout cells above drive strength 1: 0.0713. Main flop type after synthesis: edfxtp_1. The run gives 0.316 for the net switching fraction of the power. The startpoint identified for the worst hold timing path is color_hex[14]$_DFFE_PP_. The HPWL reported at the end of detailed placement is 7.31 mm, and the post-synthesis average cell area is 7.49 um2. The via count of the first global-routing pass came out at 3136. The run gives 16.3 mm for the global-route wire length before repair. For the count of distinct cell types in the synthesized netlist, the log shows 70. The top-level I/O count was 32; the post-synthesis instance area was 3330 um2. The vertical die size works out to 107 um. The share of the cycle needed by the critical path after routing works out to 0.716. The number of setup buffers added after CTS is 0. Once detail routing completed, the nets flagged for antenna violations numbered 0. The arrival time of data at the worst endpoint is listed as 4.95 ns. For the worst-skew pair, the clock arrives at the later sink with an insertion delay of 0.28 ns. The launch instance of the worst register-to-register path was color_hex[0]$_DFFE_PP_. Per the synth log, the flip-flop and latch total comes to 32. The total routing usage reported by global routing is 0.182, and the via count normalized by instance count is 5.95. The clock passes through at most 2 buffers.

The analysis attributes to net switching a power of 179 uW. The run gives 388 uW as the total internal power. For the combinational group share of total power, the log shows 0.290.

Dividing total power by cell area gives a power density of 151 nW/um2. For the number of hold-repair buffers added at the cts stage, the log shows 0. The tools report the Yosys warning count as 1.

Walking the worst path, the cells encountered are clkdlybuf4s50_1, inv_1, ha_1, nand4bb_1, nand3_1, a31oi_1, or4b_1, o2111ai_1, nor4_2, a21oi_4, nand2_1. The headroom to the max-slew limit is 0.469, and the count of port buffers added during placement is 31. In the synthesized netlist, the number of instances is 445.

With the required time of the critical path at 6.85 ns, the final tally of setup violations is 0. STA classifies the critical path endpoint as a flip-flop. The detailed-route DRC error count is 0, and the average detailed-routed wire length per instance is 17.1 um.
## worst max-delay path, delay by kind of cell
| kind | cells | cell delay, ns |
|---|---|---|
| AOI/OAI and AO/OA | 3 | 0.61 |
| and+or+nand+nor | 5 | 1.25 |
| adders and majority gates | 1 | 0.45 |
| buffers and inverters | 2 | 1.29 |
## worst paths after layout
| path | slack [ns] | end | cells past startpoint |
|---|---|---|---|
| max | 1.90 | oled_data[5]$_SDFF_PP1_ | 11 |
| min | 0.55 | oled_data[14]$_SDFF_PP1_ | 2 |
| max reg2reg | 4.51 | oled_data[14]$_SDFF_PP1_ | 10 |
| min reg2reg | 0.55 | oled_data[14]$_SDFF_PP1_ | 2 |
## area by class of cell
cell class	instances	area [um2]
Timing Repair Buffer	37	350
Tap cell	140	175
Fill cell	1112	7070
Clock inverter	2	11.3
Clock buffer	6	93.8
Inverter	12	45.0
Multi-Input combinational cell	360	2290
Sequential cell	32	801
## power by group through the flow
stage	clock [uW]	combinational, uW	sequential (uW)
5_1_grt	178	180	240
4_1_cts	169	162	238
6_report	165	165	238
## layout by cell type, fill, tap and decap left out, types with 4 or more instances in the layout
cell | netlist | final
a21o_1 | 4 | 4
nand2b_1 | 20 | 20
ha_1 | 10 | 10
a221oi_1 | 4 | 4
nor3_1 | 13 | 13
nand3b_1 | 4 | 4
nand2_1 | 58 | 58
or2_2 | 4 | 4
a21oi_1 | 21 | 21
dfxtp_1 | 16 | 16
xor2_1 | 7 | 7
a211oi_1 | 13 | 13
nand4_1 | 7 | 7
o21ai_0 | 24 | 24
xnor2_1 | 10 | 10
clkbuf_8 | 0 | 5
nor2_1 | 29 | 29
buf_4 | 0 | 6
o211ai_1 | 8 | 8
inv_1 | 11 | 11
a22oi_1 | 4 | 4
edfxtp_1 | 16 | 16
nand3_1 | 24 | 24
o2111ai_1 | 4 | 4
and2_1 | 6 | 6
a31oi_1 | 11 | 11
clkdlybuf4s50_1 | 0 | 30
nor2b_1 | 7 | 7
nor3b_1 | 5 | 5
## synth_stat cells, drive strengths merged, types with 8 or more instances
cell,instances,area [um2]
dfxtp,16,320
inv,11,41.3
a21oi,22,121
o21ai,24,120
o211ai,8,60.1
ha,10,125
nand2,58,218
buf,23,126
nor3,13,65.1
nor2,29,109
nand2b,20,125
clkbuf,18,67.6
a31oi,11,68.8
edfxtp,16,480
nand3,24,120
xnor2,10,87.6
a211oi,13,97.6
## flip-flops by register name, indices dropped and copies added, names as in the netlist
register   cells
color_hex     16
oled_data     16
## routing by layer
layer  track usage  wire [um]  vias up  part of all wire
met5             0          0        -                 0
met4        0.0646        349        0             0.035
met3        0.0315        929       31             0.092
met2         0.260       4360      192              0.43
met1         0.277       4440     1610              0.44
li1              -          -     1670                 -
## kinds of logic (layout without fill, tap and decap cells)
logic type / Yosys count / in the layout / share of synthesized area
buf+inv: 53 / 57 / 0.0717
compound gates: 129 / 129 / 0.274
fa+ha+maj: 10 / 10 / 0.0375
flops: 32 / 32 / 0.240
xor+xnor: 17 / 17 / 0.0447
mux: 4 / 4 / 0.0128
simple gates: 200 / 200 / 0.319
## per-stage QoR
stage	total power (uW)	instance area, um2	utilization	setup slack [ns]	hold slack [ns]
6_report	568	3770	0.348	1.90	0.548
5_1_grt	597	3770	0.348	1.63	0.593
3_3_place_gp	406	3670	0.338	1.81	0.539
2_1_floorplan	344	3330	-	2.97	0.473
3_5_place_dp	403	3670	0.338	1.71	0.541
4_1_cts	569	3770	0.348	2.01	0.556
Power figures rest on the tool's default switching activity, not on a simulated workload.
